==> ./config.mk <==
export PLATFORM = sky130hd
export DESIGN_NAME = comparator
export DESIGN_NICKNAME = comparator
export VERILOG_FILES = /design/flow/design.v
export SDC_FILE = /design/flow/constraint.sdc
export NUM_CORES = 4
export LEC_CHECK = 1
export CORE_AREA = 10 10 93 93
export DIE_AREA = 0 0 103 103
==> ./constraint.sdc <==
current_design comparator

set clk_period 8.7
set clk_io_pct 0.2

create_clock -name clk0 -period $clk_period

set non_clock_inputs [all_inputs -no_clocks]
set_input_delay [expr $clk_period * $clk_io_pct] -clock clk0 $non_clock_inputs
set_output_delay [expr $clk_period * $clk_io_pct] -clock clk0 [all_outputs]
==> ./design.v <==
module comparator (X, Y, V, N, Z);
	parameter n = 32;
	input [n-1:0] X, Y; 
	output reg V, N, Z; 
	reg [n-1:0] S; 
	reg [n:0] C;
	integer k;
	always @(X, Y)
	begin
		C[0] = 1'b1;
		for (k = 0; k < n;  k = k + 1)
		begin
			S[k] = X[k] ^ ~Y[k] ^ C[k];
			C[k+1] = (X[k] & ~Y[k]) | (X[k] & C[k]) | (~Y[k] & C[k]);
		end
		V  = C[n] ^ C[n-1]; 
		N = S[n-1]; 
		Z = !S;
	end
endmodule
==> ./run.sh <==
#!/bin/bash
# OpenROAD 26Q1-2900-gdf79404cd8, Yosys 0.63+post, stock flow scripts
make -C /OpenROAD-flow-scripts/flow DESIGN_CONFIG=/design/flow/config.mk WORK_HOME=/design/flow/orfs finish
==> results.py <==
# Physical implementation metrics
metrics = {
    "status": {
        "outcome": "complete, but fails checks",
        "violations": "negative setup slack",
    },
    "logic_synthesis": {
        "yosysWarnings": 1,
        "top_area_share_pct": 74.4,
        "synth_cells": 77,
        "ys_types": 7,
        "avgSynthCellArea_sq_um": 10.8,
        "post-synth-top-area-cell": "fa_1",
        "ys_cells": 77,
        "syn-cell-area_sq_um": 835,
        "ys_seq_share_pct": 0,
        "area_leaders": "fa_1 74%, inv_1 15%, nand4_1 6.0%",
        "ys_area_sq_um": 835,
    },
    "worst_setup_path": {
        "crit_required_ns": 6.96,
        "crit_path_max_incr_delay_ns": 0.57,
        "cp-start-kind": "primary input",
        "end_kind": "output port",
        "cp.arrival_ns": 13.85,
        "crit_path_frequent_cell": "fa_2",
        "path_class": "in -> out",
        "crit_path_top_delay_cell": "fa_2",
        "cp_max_fo": 2,
    },
    "cells_and_area": {
        "layout.area.comb_sq_um": 812,
        "area_growth_pct": 104,
        "n_fill_cell": 708,
        "drive_gt1_share_pct": 29.7,
        "ff_count": 0,
        "clkbuf_count": 0,
        "regArea_sq_um": 0,
        "finalNonFillerCells": 225,
        "postLayoutCoreUtil_pct": 25.3,
    },
    "detailed_routing": {
        "vias_per_cell": 3.19,
        "vias": 717,
        "diodes": 0,
        "firstDrtPassIters": 2,
        "wl_per_cell_microns": 12.1,
        "antenna_left": 0,
        "routed_wl_microns": 2730,
        "drc": 0,
        "drt_iter0_markers": 8,
    },
    "hold_path": {
        "min_path_type": "in -> out",
        "hold_path_depth": 6,
        "min_to": "Z",
        "hold_path.startpoint": "Y[0]",
    },
    "timing": {
        "setup_slack_ns": -6.89,
        "rsz0062_at_grt": "true",
        "period_used_pct": 179,
        "fin_tns_setup_ns": -19.20,
        "finalSetupViolCount": 3,
        "max_freq_ghz": 0.0642,
        "hold_viol_final": 0,
        "worstMarginPinSlew_ns": 0.134,
        "drv_slew": 0,
        "fin_hold_ws_ns": 4.12,
        "period_needed_ns": 15.59,
        "maxSlewHeadroom_pct": 91.0,
    },
    "placed_design": {
        "place_inst": 225,
        "io_buffer_count": 67,
        "dp_hpwl_microns": 2800,
        "gp_congestion": 0.747,
        "place_ws_ns": -7.95,
    },
    "floorplan": {
        "rows": 30,
        "die_w_microns": 103,
        "dieArea_sq_um": 10600,
        "fp_util_pct": 12.4,
        "core_region_area_sq_um": 6760,
        "die_h_microns": 103,
        "io_pins": 67,
    },
    "grt": {
        "grt_pass1_wl_microns": 4330,
        "gr-total-overflow": 0,
        "antenna_found_initial": 0,
        "grt_max_degree": 3,
        "grt_pass1_vias": 935,
        "grt_usage_pct": 5.35,
    },
    "power": {
        "ir_worst_vdd_v": 0.0000219,
        "pwr-share-comb_pct": 100.0,
        "p_sw_mw": 0.0318,
        "switching_share_pct": 38.3,
        "p_leak_nw": 0.670,
        "p_per_area_nw_per_um2": 48.7,
        "internal_power_mw": 0.0513,
        "clkPwrFrac_pct": 0,
        "p_seq_share_pct": 0,
    },
    "clock_network": {
        "post_cts_buffers": 0,
        "hold_buffers": 0,
    },
    "job": {
        "drv_cap": 0,
        "warnings": 35,
    },
}
-- repair_timing --
action,in CTS,in global routing
cloned,0,0
pin swaps,1,1
resized,25,4
setup endpoints to repair,3,3
-- how the worst max path moves through the flow --
stage	slack (ns)	start	to	cells after the start
6_report	-6.89	X[0]	Z	38
4_1_cts	-6.99	X[0]	Z	38
5_1_grt	-7.25	X[0]	Z	38
-- metal layers --
| metal | vias up | global-route usage [%] | wire [microns] |
|---|---|---|---|
| met4 | 0 | 0 | 0 |
| met3 | 0 | 3.93 | 497 |
| met5 | - | 0 | 0 |
| met2 | 38 | 9.02 | 1310 |
| li1 | 356 | - | - |
| met1 | 323 | 5.62 | 918 |
-- cells in the final DEF, fill, tap and decap left out, types with 4 or more instances in the layout --
cell type,instances
clkdlybuf4s50_1,60
inv_1,31
fa_2,31
nand4_1,8
buf_2,4
-- synthesized netlist by cell type --
| library cell | number |
|---|---|
| inv_1 | 33 |
| fa_1 | 31 |
| nand4_1 | 8 |
| or4_1 | 2 |
| ha_1 | 1 |
| nor2_1 | 1 |
| xor2_1 | 1 |
-- worst max-delay path: cells and delay by family --
| family | cells | cell delay [ns] |
|---|---|---|
| adders and majority gates | 32 | 11.14 |
| buffers and inverters | 3 | 0.22 |
| and+or+nand+nor | 3 | 0.71 |
-- per-stage QoR --
stage / area [sq um] / power [mW]
floorplan: 937 / 0.0371
global placement: 1720 / 0.0884
detailed placement: 1720 / 0.0883
CTS: 1700 / 0.0871
global route: 1710 / 0.0968
finish: 1710 / 0.0831
-- cell families after synthesis --
group,Yosys count,share of synthesized area [%]
buffers and inverters,33,14.8
and+or+nand+nor,11,8.25
xor gates and xnor gates,1,1.05
adders and majority gates,32,75.9
-- cell type report --
class,count,area share (%)
multi-input cells,44,47.6
repair buffers,68,38.6
inverters,33,7.99
well taps,80,5.87
-- power by group through the flow --
stage	clock network (mW)	registers [mW]	logic, mW
after CTS	0	0	0.0871
after global routing	0	0	0.0968
final	0	0	0.0831
Power figures rest on the tool's default switching activity, not on a simulated workload.
